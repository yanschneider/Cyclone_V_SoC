**/design/flow/config.mk**
```make
export PLATFORM = sky130hd
export DESIGN_NAME = sev_seg_controller
export DESIGN_NICKNAME = sev_seg_controller
export VERILOG_FILES = /design/flow/design.v
export SDC_FILE = /design/flow/constraint.sdc
export NUM_CORES = 4
export LEC_CHECK = 1
export CORE_UTILIZATION = 40
```
**/design/flow/constraint.sdc**
```tcl
current_design sev_seg_controller

set clk_period 1.5
set clk_io_pct 0.2

create_clock -name clk0 -period $clk_period [get_ports {clk}]

set non_clock_inputs [all_inputs -no_clocks]
set_input_delay [expr $clk_period * $clk_io_pct] -clock clk0 $non_clock_inputs
set_output_delay [expr $clk_period * $clk_io_pct] -clock clk0 [all_outputs]
```
**/design/flow/design.v**
```verilog
module sev_seg_controller(
	input logic clk,reset_n,
	input logic [23:0] value,
	output logic [6:0] sev_seg_0,sev_seg_1,sev_seg_2,sev_seg_3,sev_seg_4,sev_seg_5
	);
	logic [6:0] sev_seg_out[5:0];
	always_ff@(posedge clk)
	begin
		if(reset_n == 0)
		begin
			sev_seg_out[0] = 7'b1;
			sev_seg_out[1] = 7'b1;
			sev_seg_out[2] = 7'b1;
			sev_seg_out[3] = 7'b1;
			sev_seg_out[4] = 7'b1;
			sev_seg_out[5] = 7'b1;
		end
		else
		begin
				case(value[3:0])
					4'b0000 : sev_seg_out[0] = 7'hC0;     	
					4'b0001 : sev_seg_out[0] = 7'hF9; 
					4'b0010 : sev_seg_out[0] = 7'hA4; 
					4'b0011 : sev_seg_out[0] = 7'hB0; 
					4'b0100 : sev_seg_out[0] = 7'h99; 
					4'b0101 : sev_seg_out[0] = 7'h92; 
					4'b0110 : sev_seg_out[0] = 7'h82; 
					4'b0111 : sev_seg_out[0] = 7'hF8; 
					4'b1000 : sev_seg_out[0] = 7'h80; 
					4'b1001 : sev_seg_out[0] = 7'h90; 
					4'b1010 : sev_seg_out[0] = 7'h88; 
					4'b1011 : sev_seg_out[0] = 7'h83; 
					4'b1100 : sev_seg_out[0] = 7'hC6; 
					4'b1101 : sev_seg_out[0] = 7'hA1; 
					4'b1110 : sev_seg_out[0] = 7'h86; 
					4'b1111 : sev_seg_out[0] = 7'h8E;
				endcase
				case(value[7:4])
					4'b0000 : sev_seg_out[1] = 7'hC0;     	
					4'b0001 : sev_seg_out[1] = 7'hF9; 
					4'b0010 : sev_seg_out[1] = 7'hA4; 
					4'b0011 : sev_seg_out[1] = 7'hB0; 
					4'b0100 : sev_seg_out[1] = 7'h99; 
					4'b0101 : sev_seg_out[1] = 7'h92; 
					4'b0110 : sev_seg_out[1] = 7'h82; 
					4'b0111 : sev_seg_out[1] = 7'hF8; 
					4'b1000 : sev_seg_out[1] = 7'h80; 
					4'b1001 : sev_seg_out[1] = 7'h90; 
					4'b1010 : sev_seg_out[1] = 7'h88; 
					4'b1011 : sev_seg_out[1] = 7'h83; 
					4'b1100 : sev_seg_out[1] = 7'hC6; 
					4'b1101 : sev_seg_out[1] = 7'hA1; 
					4'b1110 : sev_seg_out[1] = 7'h86; 
					4'b1111 : sev_seg_out[1] = 7'h8E;
				endcase
				case(value[11:8])
					4'b0000 : sev_seg_out[2] = 7'hC0;     	
					4'b0001 : sev_seg_out[2] = 7'hF9; 
					4'b0010 : sev_seg_out[2] = 7'hA4; 
					4'b0011 : sev_seg_out[2] = 7'hB0; 
					4'b0100 : sev_seg_out[2] = 7'h99; 
					4'b0101 : sev_seg_out[2] = 7'h92; 
					4'b0110 : sev_seg_out[2] = 7'h82; 
					4'b0111 : sev_seg_out[2] = 7'hF8; 
					4'b1000 : sev_seg_out[2] = 7'h80; 
					4'b1001 : sev_seg_out[2] = 7'h90; 
					4'b1010 : sev_seg_out[2] = 7'h88; 
					4'b1011 : sev_seg_out[2] = 7'h83; 
					4'b1100 : sev_seg_out[2] = 7'hC6; 
					4'b1101 : sev_seg_out[2] = 7'hA1; 
					4'b1110 : sev_seg_out[2] = 7'h86; 
					4'b1111 : sev_seg_out[2] = 7'h8E;
				endcase
				case(value[15:12])
					4'b0000 : sev_seg_out[3] = 7'hC0;     	
					4'b0001 : sev_seg_out[3] = 7'hF9; 
					4'b0010 : sev_seg_out[3] = 7'hA4; 
					4'b0011 : sev_seg_out[3] = 7'hB0; 
					4'b0100 : sev_seg_out[3] = 7'h99; 
					4'b0101 : sev_seg_out[3] = 7'h92; 
					4'b0110 : sev_seg_out[3] = 7'h82; 
					4'b0111 : sev_seg_out[3] = 7'hF8; 
					4'b1000 : sev_seg_out[3] = 7'h80; 
					4'b1001 : sev_seg_out[3] = 7'h90; 
					4'b1010 : sev_seg_out[3] = 7'h88; 
					4'b1011 : sev_seg_out[3] = 7'h83; 
					4'b1100 : sev_seg_out[3] = 7'hC6; 
					4'b1101 : sev_seg_out[3] = 7'hA1; 
					4'b1110 : sev_seg_out[3] = 7'h86; 
					4'b1111 : sev_seg_out[3] = 7'h8E;
				endcase
				case(value[19:16])
					4'b0000 : sev_seg_out[4] = 7'hC0;     	
					4'b0001 : sev_seg_out[4] = 7'hF9; 
					4'b0010 : sev_seg_out[4] = 7'hA4; 
					4'b0011 : sev_seg_out[4] = 7'hB0; 
					4'b0100 : sev_seg_out[4] = 7'h99; 
					4'b0101 : sev_seg_out[4] = 7'h92; 
					4'b0110 : sev_seg_out[4] = 7'h82; 
					4'b0111 : sev_seg_out[4] = 7'hF8; 
					4'b1000 : sev_seg_out[4] = 7'h80; 
					4'b1001 : sev_seg_out[4] = 7'h90; 
					4'b1010 : sev_seg_out[4] = 7'h88; 
					4'b1011 : sev_seg_out[4] = 7'h83; 
					4'b1100 : sev_seg_out[4] = 7'hC6; 
					4'b1101 : sev_seg_out[4] = 7'hA1; 
					4'b1110 : sev_seg_out[4] = 7'h86; 
					4'b1111 : sev_seg_out[4] = 7'h8E;
				endcase
				case(value[23:20])
					4'b0000 : sev_seg_out[5] = 7'hC0;     	
					4'b0001 : sev_seg_out[5] = 7'hF9; 
					4'b0010 : sev_seg_out[5] = 7'hA4; 
					4'b0011 : sev_seg_out[5] = 7'hB0; 
					4'b0100 : sev_seg_out[5] = 7'h99; 
					4'b0101 : sev_seg_out[5] = 7'h92; 
					4'b0110 : sev_seg_out[5] = 7'h82; 
					4'b0111 : sev_seg_out[5] = 7'hF8; 
					4'b1000 : sev_seg_out[5] = 7'h80; 
					4'b1001 : sev_seg_out[5] = 7'h90; 
					4'b1010 : sev_seg_out[5] = 7'h88; 
					4'b1011 : sev_seg_out[5] = 7'h83; 
					4'b1100 : sev_seg_out[5] = 7'hC6; 
					4'b1101 : sev_seg_out[5] = 7'hA1; 
					4'b1110 : sev_seg_out[5] = 7'h86; 
					4'b1111 : sev_seg_out[5] = 7'h8E;
				endcase
		end
	end
	assign sev_seg_0 = sev_seg_out[0];
	assign sev_seg_1 = sev_seg_out[1];
	assign sev_seg_2 = sev_seg_out[2];
	assign sev_seg_3 = sev_seg_out[3];
	assign sev_seg_4 = sev_seg_out[4];
	assign sev_seg_5 = sev_seg_out[5];
endmodule
```
**/design/flow/run.sh**
```bash
#!/bin/bash
# OpenROAD 26Q1-2900-gdf79404cd8, Yosys 0.63+post, stock flow scripts
make -C /OpenROAD-flow-scripts/flow DESIGN_CONFIG=/design/flow/config.mk WORK_HOME=/design/flow/orfs finish
```
==> flow_summary_export.csv <==
group,metric,value,unit
finish,fin_cells,479,
global_route,grt_first_pass_wirelength,9.59,mm
clock_network,clockBufferDepth,2,
detailed_routing,totalWireLength,5.70,mm
synthesis,adder_share,20.5,%
pwr,power,2.68,mW
worst_setup_path,arrival,1650,ps
detailed_routing,drc,0,
synthesis,ys.flops,42,
clock_network,cts_tree,"built",
clock_network,cts_sinks,42,
placement,hpwl,4.39,mm
finish,layout-drive-gt1-share,21.3,%
synthesis,ys_sh_mux,8.73,%
final_timing,fmax,690,MHz
synthesis,synth_area,2570,sq um
synthesis,synth-xor-area-share,0,%
floorplan,rows,28,
detailed_routing,vias,2334,
worst_setup_path,cp-start-kind,"primary input",
global_route,grt_pass1_vias,2079,
global_route,grt.total_usage,18.2,%
clock_network,cts_made_buffers,5,
synthesis,synth_cell_types,37,
finish,fillerInstances,513,
synthesis,synth.top_cell.area_share,32.8,%
finish,area.growth.synth_to_final,50.9,%
final_timing,relSlewSlack,77.8,%
worst_setup_path,cp_slowest_cell,"clkdlybuf4s50_1",
worst_setup_path,path_buffers,2,
worst_setup_path,crit_path_end_kind,"flop",
final_timing,hold_viol_final,0,
synthesis,ys_top_logic_family,"adder cells",
floorplan,core-area,6060,sq um
synthesis,synth-edff-count,0,
synthesis,simple_gate_area_share,15.4,%
synthesis,synthArstFlopShare,0,%
synthesis,ys.flop_type,"dfxtp_1",
clock_network,cts_setup_buffers,0,
worst_setup_path,max_stage_delay,570,ps
placement,gp_congestion,0.917,
detailed_routing,postRouteAntennaNets,0,
final_timing,setup_viol,0,
global_route,antenna_found_initial,0,
worst_setup_path,critPathKind,"primary input to flop",
finish,largest_reg_flops,42,
worst_setup_path,worstPathCellList,"clkdlybuf4s50_1 -> inv_1 -> ha_1 -> nor2b_1 -> o32ai_1",
worst_setup_path,cp.required,1700,ps
placement,port_buffers,67,
global_route,gr-total-overflow,0,
placement,place_area,3760,sq um
final_timing,rsz0062_at_grt,"false",
floorplan,io_pins,68,
detailed_routing,drt-initial-drc-count,50,
worst_setup_path,critical_path.top_delay_family,"buffers and inverters",
placement,place_inst,471,
synthesis,ys_chip_area,2570,sq um
synthesis,yosysTopAreaCell,"dfxtp_1",
floorplan,chipArea,6740,sq um
synthesis,syn-mean-instance-area,9.33,sq um
global_route,grt_start_max_net_pins,13,
detailed_routing,diodes,0,
detailed_routing,first_pass_iters,4,
final_timing,max_slew.worst_pin.slew,332,ps
pwr,power.leakage,1.80,nW
clock_network,clock_tree.htree_level_count,2,
pwr,max-vdd-ir-drop,580,uV
clock_network,cts_root_buf,"clkbuf_8",
run_status,status,"complete, no violations",
clock_network,clk_pin_slew,80,ps
synthesis,yosys_cells,275,
floorplan,fp.dieW,82.1,um
final_timing,finalWorstSetupSlack,49.9,ps
finish,stdcell_area,3870,sq um
pwr,p_per_area,692,nW/um^2
flow_run,tool_warnings,61,
clock_network,hold_buffers,0,
detailed_routing,post_drt_wl_per_cell,11.9,um
synthesis,synth_warnings,98,
floorplan,fp_util,42.3,%
synthesis,synthAoiAreaFrac,16.2,%
final_timing,fin_crit,1450,ps
worst_setup_path,cp_max_fo,4,
final_timing,slew_violations,0,
flow_run,cap_violations,0,
worst_hold_path,hold_class,"primary input to flop",
placement,dp_slack,-399,ps
final_timing,period_used_share,96.7,%
detailed_routing,vias_per_cell,4.87,
synthesis,ys_seq_share,32.8,%
synthesis,area_leaders,"dfxtp_1, ha_1, mux2i_1",
finish,final_util,63.9,%
floorplan,die_height,82.1,um
synthesis,synthCells,275,
==> worst paths after layout <==
kind  cells past startpoint                      endpoint  slack [ps]      from
min                       4  sev_seg_out[2][1]$_SDFF_PN0_         440  value[9]
max                       5  sev_seg_out[1][3]$_SDFF_PN0_          50  value[4]
==> cells in the final DEF, fill, tap and decap left out, types with 3 or more instances in the layout <==
master,n
ha_1,40
a21boi_0,6
o32ai_1,5
nor2b_1,8
nor2_1,17
nand2b_1,7
o211ai_1,5
a31oi_1,5
nand4_1,5
dfxtp_1,42
clkdlybuf4s50_1,63
buf_4,71
mux2i_1,19
inv_1,12
clkbuf_8,6
nand3b_1,7
nand2_1,18
o21ai_0,19
inv_2,3
a21oi_1,11
==> per-layer routing <==
layer	vias up	wire, um	GRT usage, %	share of wire, %
li1	1227	-	-	-
met1	1057	2950	29.0	52
met2	43	2480	27.1	43
met3	7	210	2.56	3.7
met4	0	66	1.93	1.2
met5	-	0	0	0
==> stage by stage <==
step | hold slack (ps) | TNS [ps]
after global placement | 952 | -5540
after global routing | 464 | 0
final | 436 | 0
after CTS | 573 | 0
after detailed placement | 941 | -5590
after floorplan | 389 | 0
==> power breakdown <==
part / switching [mW] / internal (mW)
registers: 0.0188 / 1.19
clock network: 0.391 / 0.372
logic: 0.275 / 0.432
total: 0.686 / 2.00
==> timing repair <==
item,in CTS,in global routing
pin swaps,1,0
setup endpoints to repair,1,3
cloned,0,0
gates resized,5,6
==> layout make-up <==
class                   instances  area, sq um  area share [%]
flip-flops and latches         42          841            21.7
clock inverters                 1         5.00           0.129
multi-input cells             201         1580            40.9
clock buffers                   7         86.3            2.23
repair buffers                138         1210            31.2
inverters                      15         56.3            1.45
well taps                      75         93.8            2.42
==> cell usage after synthesis (all sizes together) (3+ instances only) <==
library cell  instances
ha                   42
o21ai                19
clkbuf                3
nand4                 5
nand3b                7
a21oi                11
o211ai                5
o32ai                 5
mux2i                19
nor2                 17
nand2                18
nor2b                 8
inv                  15
a21boi                6
nand2b                7
buf                  14
dfxtp                42
a31oi                 5
==> tightest hold or removal path, stage by stage <==
cell            delay [ps]
dlymetal6s2s_1         100
buf_4                  140
nand4_1                 80
o21ai_0                 70
==> cells by family after synthesis <==
group           Yosys count
simple gates             74
compound gates           64
fa+ha+maj                42
flops                    42
buf+inv                  32
mux                      21
No activity file was given, so power comes from the tool's default toggle rates.
